==> /design/flow/config.mk <==
export PLATFORM = sky130hd
export DESIGN_NAME = uart_receiver
export DESIGN_NICKNAME = uart_receiver
export VERILOG_FILES = /design/flow/design.v
export SDC_FILE = /design/flow/constraint.sdc
export NUM_CORES = 4
export LEC_CHECK = 1
export CORE_UTILIZATION = 40
==> /design/flow/constraint.sdc <==
current_design uart_receiver

set clk_period 11.7
set clk_io_pct 0.2

create_clock -name clk0 -period $clk_period [get_ports {clock}]

set non_clock_inputs [all_inputs -no_clocks]
set_input_delay [expr $clk_period * $clk_io_pct] -clock clk0 $non_clock_inputs
set_output_delay [expr $clk_period * $clk_io_pct] -clock clk0 [all_outputs]
==> /design/flow/run.sh <==
#!/bin/bash
# OpenROAD 26Q1-2900-gdf79404cd8, Yosys 0.63+post, stock flow scripts
make -C /OpenROAD-flow-scripts/flow DESIGN_CONFIG=/design/flow/config.mk WORK_HOME=/design/flow/orfs finish
==> /design/flow/design.v <==
module uart_receiver(
  input wire clock,
  input wire reset_n,
  input wire rxd,
  output wire rx_valid,
  output reg [7:0] rx_data
);
  parameter WAITING = 1'b0;
  parameter RECEIVING = 1'b1;
  parameter HZ = 25'd24_000_000;
  parameter BAUDRATE = 25'd9_600;
  parameter BIT_WAIT_COUNT = HZ / BAUDRATE;
  parameter START_WAIT_COUNT = BIT_WAIT_COUNT + (BIT_WAIT_COUNT / 2);
  reg state;
  reg [24:0] count;
  reg [2:0] rx_count;
  assign rx_valid = (rx_count == 3'd7 && state == WAITING);
  always @(posedge clock or negedge reset_n) begin
    if (reset_n == 0) begin
      state <= WAITING;
      count <= 0;
    end
    else
      case (state)
        WAITING: begin
          rx_count <= 0;
          if (count != 0)
            count <= count - 1;
          else if (rxd == 0) begin
            state <= RECEIVING;
            count <= START_WAIT_COUNT;
          end
        end
        RECEIVING:
          if (count == 0) begin
            rx_data <= {rxd, rx_data[7:1]};
            count <= BIT_WAIT_COUNT;
            if (rx_count == 3'd7)
              state <= WAITING;
            else
              rx_count <= rx_count + 1;
          end
          else
            count <= count - 1;
      endcase
  end
endmodule
module uart_transmitter (
  input wire clock,
  input wire reset_n,
  output wire txd,
  output wire tx_ready,
  input wire tx_run,
  input wire [7:0] tx_data
);
  parameter WAITING = 2'b00;
  parameter START_SENDING = 2'b01;
  parameter DATA_SENDING = 2'b10;
  parameter STOP_SENDING = 2'b11;
  parameter HZ = 25'd24_000_000;
  parameter BAUDRATE = 25'd9_600;
  parameter BIT_WAIT_COUNT = HZ / BAUDRATE;
  reg [1:0] state;
  reg [2:0] tx_count;
  reg [7:0] data;
  reg [24:0] count;
  assign tx_ready = (state == WAITING);
  assign txd = (state == WAITING || state == STOP_SENDING) ? 1 : (state == START_SENDING ? 0 : data[0]);
  always @(posedge clock or negedge reset_n) begin
    if (reset_n == 0) begin
      state <= WAITING;
      tx_count <= 0;
      count <= 0;
    end
    else
      if (count == 0)
        case (state)
          WAITING:
            if (tx_run) begin
              state <= START_SENDING;
              tx_count <= 0;
              data <= tx_data;
              count <= BIT_WAIT_COUNT;
            end
          START_SENDING: begin
            state <= DATA_SENDING;
            count <= BIT_WAIT_COUNT;
          end
          DATA_SENDING: begin
            count <= BIT_WAIT_COUNT;
            if (tx_count == 3'd7)
              state <= STOP_SENDING;
            else begin
              tx_count <= tx_count + 1;
              data <= {1'b0, data[7:1]};
            end
          end
          STOP_SENDING:
            state <= WAITING;
        endcase
      else
        count <= count - 1;
  end
endmodule
==> flow_metrics.tcl <==
# yosys + openroad results
set metrics [dict create \
    cts_tree "done" \
    dp_hpwl_um 2140 \
    grt_setup_unrepaired "no" \
    post_cts_buffers 0 \
    clock_skew_ns 0.00792 \
    timing.rr.start "count[0]" \
    hold_buffers 0 \
    pin_count 12 \
    globalplace.congestion 0.839 \
    cts-buffers-inserted 5 \
    warning_count 25 \
    clock_sinks 37 \
    p_total_mw 0.225 \
    dieArea_um2 4550 \
    crit_top_cell "ha_1" \
    fmax_mhz 254 \
    slowest_delay_ns 0.40 \
    synth-seq-area-share_pct 57.2 \
    n_antenna_cell 0 \
    syn2layout_area_growth_pct 14.7 \
    avgRoutedWirePerCell_um 13.8 \
    worst-endpoint-required_ns 9.36 \
    yosysCellCount 158 \
    finalCriticalPeriod_ns 3.94 \
    setup_violations 0 \
    ir_worst_vdd_uv 93.7 \
    worst_slew_pin_slew_ns 0.722 \
    post-route-period-util_pct 33.6 \
    num_rows 23 \
    cp_cell_sequence "ha_1, ha_1, inv_1, nor2_1, clkdlybuf4s50_1" \
    antenna_found_initial 0 \
    drive_above_1_share_pct 9.71 \
    syn_inst 158 \
    topCellsByArea "dfrtp_1 38%, edfxtp_1 19%, nor2_1 3.3%" \
    dr.pass1.iters 4 \
    r2r_slack_ns 8.85 \
    fin_ws_ns 7.76 \
    power_density_nw_per_um2 115 \
    outcome "finished clean" \
    top_area_share_pct 38.0 \
    cts_buffer_depth 2 \
    worstSetupEndpointType "primary output" \
    yosysTopAreaCell "dfrtp_1" \
    synth-main-ff-cell "dfrtp_1" \
    ctsResizeCount 0 \
    synthAoiAreaFrac_pct 9.78 \
    wl_um 3090 \
    dp_cells 217 \
    fa_ha_area_share_pct 2.19 \
    synthArstFlopShare_pct 70.3 \
    cts-htree-levels 2 \
    syn_avg_cell_area_um2 10.8 \
    grt_pass1_wl_um 5440 \
    hold_class "reg2reg" \
    slew_headroom_pct 51.7 \
    cp_num_buf_inv 2 \
    r2r_cells 7 \
    viasPerCell 5.36 \
    ys_sh_mux_pct 1.82 \
    netlist_area_um2 1710 \
    crit_arrival_ns 1.60 \
    dp_slack_ns 7.58 \
    clockRootBuffer "clkbuf_8" \
    cp_max_fo 2 \
    core_um2 4060 \
    yosys_area_um2 1710 \
    holdWs_ns 0.456 \
    drc_errors 0 \
    ys_top_logic_family "simple AND/OR/NAND/NOR gates" \
    ys_sh_xor_pct 3.58 \
    final_cells 225 \
    critPathLaunch "rx_count[0]" \
    critical_path_depth 5 \
    overflow 0 \
    critPathCapture "rx_valid" \
    grt_use_total_pct 16.7 \
    critical_path.top_delay_family "buffers and inverters" \
    tns_ns 0 \
    route.vias.total 1206 \
    start_kind "flip-flop" \
    timing.rr.end "rx_count[0]" \
    ant_nets 0 \
    hold_viol_final 0 \
    die_w_um 67.5 \
    worstSetupPathType "reg2out" \
    simple_gate_area_share_pct 22.8 \
    edf_count 11 \
    drv_slew 0 \
    ys_seq_elements 37 \
    p_leak_nw 0.804 \
    grt_pass1_vias 1157 \
    fp_util_pct 42.2 \
    max_cap_violations 0 \
    drtIter0Drc 48 \
    synth.distinct_cells 37 \
    grt_max_degree 29 \
    port_buffers 11 \
    clk_latency_ns 0.28 \
    cpMaxStageDelayCell "edfxtp_1" \
    die_h_um 67.5 \
    yosys_warnings 1 \
    clk_pin_slew_ns 0.07 \
]
==> power by group <==
part,internal (mW),switching [mW],leakage (nW)
logic,0.00125,0.00253,0.347
registers,0.133,0.000469,0.412
clock network,0.0480,0.0400,0.0455
total,0.182,0.0430,0.804
==> flip-flops by register name (all words and copies together), names as in the netlist <==
signal	cells
rx_count	3
rx_data	8
count	25
state	1
==> metal layers <==
metal	GRT usage, %	wire length (um)	up-vias
met2	22.6	1420	16
li1	-	-	605
met1	28.6	1570	583
met4	2.13	21	0
met3	4.62	88	2
met5	0	0	-
==> stage by stage <==
stage	cell area (um^2)	util, %
2_1_floorplan	1710	-
3_3_place_gp	1880	46.3
3_5_place_dp	1880	46.3
4_1_cts	1970	48.5
5_1_grt	1970	48.5
6_report	1970	48.5
==> how the worst min path moves through the flow <==
stage | from | end | cells after the start
6_report | rx_data[4] | rx_data[3] | 0
4_1_cts | rx_data[7] | rx_data[6] | 0
5_1_grt | rx_data[5] | rx_data[4] | 0
==> Yosys cell counts, drive strengths merged (5+ instances only) <==
master / number
nand2: 11
nor3: 11
nor4: 5
or3: 5
inv: 5
xnor2: 5
or4: 8
o21ai: 8
dfrtp: 26
edfxtp: 11
a21oi: 8
nor2: 15
==> final cells by class <==
class / count / area (um^2)
fill: 354 / 2090
sequential: 37 / 981
multi-input combinational: 112 / 689
timing repair buffer: 13 / 125
clock buffer: 8 / 90.1
tap: 50 / 62.6
inverter: 5 / 18.8
==> cell usage in the layout, fill, tap and decap left out, drive strengths merged, types with 3 or more instances in the layout <==
cell	count
or3	5
ha	3
clkdlybuf4s50	11
a21oi	8
a31oi	3
edfxtp	11
o21ai	8
nor4	5
xnor2	5
nand2	11
dfrtp	26
nor3	11
or4	8
nor2	15
and2	3
or2	3
clkbuf	8
nand3	3
inv	5
==> cells by family after synthesis <==
kind of cell	count (synthesis)
and+or+nand+nor	71
muxes	3
AOI/OAI and AO/OA	28
DFF	37
adders and majority gates	3
xor gates and xnor gates	7
buffers and inverters	9
No activity file was given, so power comes from the tool's default toggle rates.
